## flow/run.sh

```bash
#!/bin/bash
# OpenROAD 26Q1-2900-gdf79404cd8, Yosys 0.63+post, stock flow scripts
make -C /OpenROAD-flow-scripts/flow DESIGN_CONFIG=/design/flow/config.mk WORK_HOME=/design/flow/orfs finish
```

## flow/config.mk

```make
export PLATFORM = sky130hd
export DESIGN_NAME = aprotocol
export DESIGN_NICKNAME = aprotocol
export VERILOG_FILES = /design/flow/design.v
export SDC_FILE = /design/flow/constraint.sdc
export NUM_CORES = 4
export LEC_CHECK = 1
export CORE_UTILIZATION = 30
```

## flow/constraint.sdc

```tcl
current_design aprotocol

set clk_period 1.0
set clk_io_pct 0.2

create_clock -name clk0 -period $clk_period [get_ports {clk}]

set non_clock_inputs [all_inputs -no_clocks]
set_input_delay [expr $clk_period * $clk_io_pct] -clock clk0 $non_clock_inputs
set_output_delay [expr $clk_period * $clk_io_pct] -clock clk0 [all_outputs]
```

## flow/design.v

```verilog
module aprotocol(
  input clk,
  input rst,
  input direction_pin,   
  input strobe_pin,		 
  input [3:0]master_data_in,
  input [3:0]slave_data_in,
  output reg valid
  );
  reg [3:0]master_data_buffer_out[3:0];
  reg [3:0]slave_data_buffer_out[3:0];
  reg [3:0]master_data_in_checksum;
  reg [3:0]slave_data_in_checksum;
  reg [3:0]master_data_out_checksum;
  reg [3:0]slave_data_out_checksum;
  reg [2:0]data_counter = 0;
  localparam [1:0]
  idle = 2'b00,
  data = 2'b01,
  checksum = 2'b10;
  reg[1:0] ps,ns;
  integer cnt = 5;
  reg [2:0] baud_cnt;
  reg baud_tick;
  always @(posedge clk or posedge rst) 
    begin
    if (rst) 
      begin
        baud_cnt  <= 0;
        baud_tick <= 0;
      end
    else if (baud_cnt == cnt-1)  
      begin
        baud_cnt  <= 0;
        baud_tick <= 1;
      end 
    else 
      begin
        baud_cnt  <= baud_cnt + 1;
        baud_tick <= 0;
      end
    end
  always@(*)
    begin
      ps = ns;
      if(rst)
        begin
          ns = idle;
          valid = 0;
        end
      else
        begin
          case(ps)
			 idle:
				begin
					valid = 0;
					if(baud_tick)
						begin
							ns = data;
						end
					else
						begin
							ns = idle;
						end
				end
				data:
					begin
						if(data_counter != 4)
							begin
								if(direction_pin)
									begin
										if(strobe_pin)
											begin
												master_data_buffer_out[0][data_counter] = master_data_in[0];
												master_data_buffer_out[1][data_counter] = master_data_in[1];
												master_data_buffer_out[2][data_counter] = master_data_in[2];
												master_data_buffer_out[3][data_counter] = master_data_in[3];
												master_data_in_checksum[data_counter] = (master_data_in[0] ^ master_data_in[1] ^ master_data_in[2] ^ master_data_in[3]);
												data_counter = data_counter + 1;
												ns = data;
											end
										else
											begin
												ns = data;
											end
									end
								else
									begin
										if(strobe_pin)
											begin
												slave_data_buffer_out[0][data_counter] = slave_data_in[0];
												slave_data_buffer_out[1][data_counter] = slave_data_in[1];
												slave_data_buffer_out[2][data_counter] = slave_data_in[2];
												slave_data_buffer_out[3][data_counter] = slave_data_in[3];  
												slave_data_in_checksum[data_counter] = slave_data_in[0] ^ slave_data_in[1] ^ slave_data_in[2] ^ slave_data_in[3];
												data_counter = data_counter + 1;
												ns = data;
											end
										else
											begin
												ns = data;
											end
									end
							end
						else
							begin
								if(direction_pin)
									begin
										master_data_out_checksum = master_data_in_checksum;
										data_counter = 0;
										ns = checksum;
									end
								else
									begin
										slave_data_out_checksum = slave_data_in_checksum;
										data_counter = 0;
										ns = checksum;
									end
							end
					end
					checksum:
						begin
							if(direction_pin)
								begin
									if(master_data_out_checksum == {(master_data_buffer_out[0][3] ^ master_data_buffer_out[1][3] ^ master_data_buffer_out[2][3] ^ master_data_buffer_out[3][3]),
																			  (master_data_buffer_out[0][2] ^ master_data_buffer_out[1][2] ^ master_data_buffer_out[2][2] ^ master_data_buffer_out[3][2]),
																			  (master_data_buffer_out[0][1] ^ master_data_buffer_out[1][1] ^ master_data_buffer_out[2][1] ^ master_data_buffer_out[3][1]),
																			  (master_data_buffer_out[0][0] ^ master_data_buffer_out[1][0] ^ master_data_buffer_out[2][0] ^ master_data_buffer_out[3][0])}
																			  )
										begin
											valid = 1;
											ns = idle;
										end
									else
										begin
											valid = 0;
											ns = idle;
										end										
								end
							else
								begin
									if(slave_data_out_checksum == { (slave_data_buffer_out[0][3] ^ slave_data_buffer_out[1][3] ^ slave_data_buffer_out[2][3] ^ slave_data_buffer_out[3][3]),
																			  (slave_data_buffer_out[0][2] ^ slave_data_buffer_out[1][2] ^ slave_data_buffer_out[2][2] ^ slave_data_buffer_out[3][2]),
																			  (slave_data_buffer_out[0][1] ^ slave_data_buffer_out[1][1] ^ slave_data_buffer_out[2][1] ^ slave_data_buffer_out[3][1]),
																			  (slave_data_buffer_out[0][0] ^ slave_data_buffer_out[1][0] ^ slave_data_buffer_out[2][0] ^ slave_data_buffer_out[3][0])}
																			  )
										begin
											valid = 1;
											ns = idle;
										end
									else
										begin
											valid = 0;
											ns = idle;
										end
								end
						end
		endcase
		end
		end
endmodule
```

==> GITHUB_STEP_SUMMARY <==
## PnR job results

| Metric | Value |
|---|---|
| Clock power share | 0.269 |
| CTS buffer count | 3 |
| Critical Path Max Stage Delay | ~0.38 ns |
| Log Warnings | 34 |
| TritonCTS clock tree | built |
| PortBufs | 12 |
| DRC violations left | 0 |
| Fin. max-slew vios | 0 |
| Setup crit start kind | register |
| Hold Vio Cnt, Final | 0 |
| Chip Area, Yosys | 0.00165 sq mm |
| Distinct lib cells | 20 |
| Gp weighted congestion | between 0.7 and 0.8 |
| WL/cell | 9.26 um |
| Cell count after synthesis | around 150 |
| Logic pwr share | 0.351 |
| Fraction of layout cells with a size suffix above 1 | 0.0313 |
| DR pass1 iterations | 4 |
| Via count | approximately 900 |
| FP Core Util | 0.316 |
| Crit path kind | register to register |
| Ys flop type | dlxtn_1 |
| Switch share | 0.241 |
| Critical path peak fanout | 3 |
| Cells along the critical path | inv_1 > ha_2 > nor2_1 > mux2_4 |
| Crit path DAT | between 1 and 1.5 ns |
| Hpwl dp | between 1500 and 2000 um |
| Synth top area share | 0.492 |
| Vias in the first global route | a little under 1000 |
| CORE AREA | about 0.0052 sq mm |
| Yosys top cell by instances | dlxtn_1 |
| Total track usage | 0.0886 |
| Pwr Density | 646 mW/mm^2 |
| Reg power frac | 0.379 |
| Worst-skew pair later-pin latency | between 0.2 and 0.25 ns |
| Placed Cells | between 200 and 250 |
| Async set or reset register ratio after synthesis | 0.0690 |
| Post-synth EDFFs | 0 |
| First-pass GRT wire length | between 4000 and 5000 um |
| Period utilisation layout | 1.00 |
| Initial antenna violation count | 0 |
| Max stage delay cell, worst path | dfrtp_1 |
| Worst min-delay path category | primary input to async pin |
| Die ar. | 0.00579 sq mm |
| CTS root buf | clkbuf_8 |
| Row count | 26 |
| Antenna viol nets, final | 0 |
| Setup Viol. Count Final | 1 |
| H-Tree Level Count | 1 |
| Slew of the pin with the lowest slew margin | roughly 0.33 ns |
| Worst-path clk slew | roughly 0.030 ns |
| Die Width | 76.1 um |
| Pint | 0.000931 W |
| VDD IR max | approximately 1300 uV |
| Syn avg cell area | between 10 and 15 sq um |
| Synth area leader | dlxtn_1 |
| Ys cells | around 150 |
| Switch Pwr | slightly below 0.0003 W |
| Required @ worst endpoint | ~1.1 ns |
| 1st-iter DRT viols | 24 |
| Pin count of the biggest net entering global routing | 8 |
| Longest Clk Path Bufs | 2 |
| FMAX | 0.996 GHz |
| MaxCap Viol Count | 0 |
| Gr ovfl total | 0 |
| Number of unconstrained endpoints | about 55 |
| Clock Skew | around 0.0014 ns |
| Number of register pins that no clock reaches | ~54 |
| Layout Cells excl Fill | between 200 and 250 |
| Mapped cell area | approximately 0.0016 sq mm |
| Cell Area, Placed | around 0.0019 sq mm |
| Yosys warning tally | 21 |
| CP endpoint kind | register |
| Post-Place Setup Slack | 0.00186 ns |
| RSZ-0062 raised after global routing | true |
| I/O pins | 13 |
| Final worst slack | -0.00449 ns |
| Largest cells by area after synthesis | dlxtn_1 49%, xnor3_1 11%, xnor2_1 11% |
| Hold_buf cts | 0 |
| Relative slew slack | 0.776 |
| # diodes | 0 |
| Total power | roughly 0.0012 W |
| Final Cell Area | approximately 0.0019 sq mm |
| Area Growth Syn to Fin | 15.5% |
| Die H | about 76 um |
| Post-CTS Setup Bufs | 0 |
| Most instantiated cells after synthesis | 54 x dlxtn_1, 20 x xnor2_1, 11 x ha_1 |
| Final wirelength | roughly 2100 um |
| Failing checks | negative setup slack |
| Status | finished, violations left |
| Static leakage | roughly 0.93 nW |
| Yosys reg bits | between 50 and 60 |
| Vias per inst | 3.97 |
| Min cycle time layout | about 1.0 ns |
worst paths after layout:
kind                                       start                    end  slack [ns]  cells past startpoint
hold / removal                               rst    baud_tick$_DFF_PP0_        0.32                      2
setup / recovery           baud_cnt[0]$_DFF_PP0_  baud_cnt[2]$_DFF_PP0_      -0.004                      4
setup reg to reg           baud_cnt[0]$_DFF_PP0_  baud_cnt[2]$_DFF_PP0_      -0.004                      4
hold reg to reg            baud_cnt[0]$_DFF_PP0_  baud_cnt[0]$_DFF_PP0_        0.45                      1
min in group clk0          baud_cnt[0]$_DFF_PP0_  baud_cnt[0]$_DFF_PP0_        0.45                      1
max in group asynchronous                    rst  baud_cnt[0]$_DFF_PP0_        0.51                      2
registers in the layout, indices dropped and copies added, names as in the netlist:
register and cells:
valid 1, master_data_out_checksum 4, baud_cnt 3, slave_data_buffer_out 16, data_counter 3, slave_data_out_checksum 4, master_data_buffer_out 16, master_data_in_checksum 4
baud_tick 1, slave_data_in_checksum 4, ns 2
area by class of cell:
| type | count | area, sq um |
|---|---|---|
| flip-flops and latches | 58 | 911 |
| well taps | 70 | 87.6 |
| multi-input cells | 77 | 704 |
| inverters | 10 | 37.5 |
| clock buffers | 3 | 41.3 |
| repair buffers | 12 | 120 |
| fillers | 527 | 3300 |
power by group through the flow:
stage                 Clock (W)  Sequential (W)  Combinational (W)
after CTS              0.000338        0.000469           0.000442
final                  0.000331        0.000466           0.000432
after global routing   0.000346        0.000496           0.000471
critical path: cells and delay by family (launching register included):
family,cells,cell delay [ns]
and+or+nand+nor,1,0.04
buffers and inverters,1,0.06
muxes,1,0.25
adders and majority gates,1,0.16
DFF,1,0.38
metal layers:
layer,global-route usage,vias up,part of all wire
li1,-,492,-
met1,0.133,412,0.50
met2,0.153,9,0.47
met3,0.00973,0,0.022
met4,0,0,0
met5,0,-,0
logic make-up (layout without fill, tap and decap cells):
family,after synthesis,count (layout),synth area share
latches,54,54,0.492
and+or+nand+nor,32,32,0.0973
xor gates and xnor gates,30,30,0.226
adders and majority gates,11,11,0.0836
buffers and inverters,10,25,0.0228
DFF,4,4,0.0608
AOI/OAI and AO/OA,3,3,0.00988
muxes,1,1,0.00684
layout by cell type, fill, tap and decap left out, drive strengths merged:
master and count:
nor2b 3, o22ai 1, and2 1, xor2 2
mux2 1, clkdlybuf4s50 12, nand2b 1, nand3 7
dlxtn 54, and3 4, xnor3 8, dfrtp 4
nor2 4, clkbuf 3, nand2 8, xnor2 20
inv 10, nor3 1, nand4 3, ha 11
a21oi 1, o21ai 1
metrics by stage:
step	TNS [ns]	utilization	hold slack [ns]
3_3_place_gp	0	0.356	0.443
5_1_grt	-0.0435	0.365	0.377
2_1_floorplan	0	-	-0.0178
6_report	-0.00449	0.365	0.318
4_1_cts	-0.00828	0.364	0.315
3_5_place_dp	0	0.356	0.448
timing repair:
item / in CTS / in global routing
setup endpoints to repair: 1 / 1
gates cloned: 0 / 0
resized: 0 / 2
pin swaps: 0 / 1
No activity file was given, so power comes from the tool's default toggle rates.
